--- design/flow/design.v ---
module switch_tester(clk, rst, bright, gpins, hcount, vcount, rgb);
	input					clk, rst, bright;
	input 	  [40:1] gpins;
	input 	  [9:0]  hcount, vcount;
	output reg [23:0] rgb;
	reg [23:0] rgbout;
	wire [7:0] p1_sw, p2_sw, p3_sw, p4_sw;
	wire p1_btn, p2_btn, p3_btn, p4_btn;
	assign p1_sw = {gpins[35],gpins[21],gpins[33],gpins[23],gpins[31],gpins[25],gpins[39],gpins[27]};
	assign p1_btn = gpins[37];
	assign p2_sw = {gpins[36],gpins[34],gpins[38],gpins[32],gpins[40],gpins[28],gpins[22],gpins[26]};
	assign p2_btn = gpins[24];
	assign p3_sw = {gpins[6],gpins[4],gpins[8],gpins[2],gpins[10],gpins[20],gpins[14],gpins[18]};
	assign p3_btn = gpins[16];
	assign p4_sw = {gpins[1],gpins[15],gpins[3],gpins[17],gpins[5],gpins[19],gpins[7],gpins[13]};
	assign p4_btn = gpins[9];
	parameter rgb_bg    = 24'hf8f9fa;
	parameter rgb_swon  = 24'hdc3545;
	parameter rgb_swoff = 24'h6c757d;
	parameter size = 10'd20;
	parameter x_start = 10'd220;
	parameter y_start = 10'd50;
	parameter offset = 10'd50;
	always @(*) begin
		rgbout <= rgb_bg;
		if (vcount >= y_start && vcount < (y_start + size))
			if (hcount >= x_start && hcount < (x_start + size))
				if (p1_sw[7])
					rgbout <= rgb_swon;
				else
					rgbout <= rgb_swoff;
		if (vcount >= y_start && vcount < (y_start + size))
			if (hcount >= (x_start + offset + size) && hcount < (x_start + offset + 2*size))
				if (p1_sw[6])
					rgbout <= rgb_swon;
				else
					rgbout <= rgb_swoff;
		if (vcount >= y_start && vcount < (y_start + size))
			if (hcount >= (x_start + 2*offset + 2*size) && hcount < (x_start + 2*offset + 3*size))
				if (p1_sw[5])
					rgbout <= rgb_swon;
				else
					rgbout <= rgb_swoff;
		if (vcount >= y_start && vcount < (y_start + size))
			if (hcount >= (x_start + 3*offset + 3*size) && hcount < (x_start + 3*offset + 4*size))
				if (p1_sw[4])
					rgbout <= rgb_swon;
				else
					rgbout <= rgb_swoff;
		if (vcount >= y_start && vcount < (y_start + size))
			if (hcount >= (x_start + 4*offset + 4*size) && hcount < (x_start + 4*offset + 5*size))
				if (p1_sw[3])
					rgbout <= rgb_swon;
				else
					rgbout <= rgb_swoff;
		if (vcount >= y_start && vcount < (y_start + size))
			if (hcount >= (x_start + 5*offset + 5*size) && hcount < (x_start + 5*offset + 6*size))
				if (p1_sw[2])
					rgbout <= rgb_swon;
				else
					rgbout <= rgb_swoff;			
		if (vcount >= y_start && vcount < (y_start + size))
			if (hcount >= (x_start + 6*offset + 6*size) && hcount < (x_start + 6*offset + 7*size))
				if (p1_sw[1])
					rgbout <= rgb_swon;
				else
					rgbout <= rgb_swoff;
		if (vcount >= y_start && vcount < (y_start + size))
			if (hcount >= (x_start + 7*offset + 7*size) && hcount < (x_start + 7*offset + 8*size))
				if (p1_sw[0])
					rgbout <= rgb_swon;
				else
					rgbout <= rgb_swoff;
		if (vcount >= (y_start + 2*size) && vcount < (y_start + 3*size))
			if (hcount >= x_start && hcount < (x_start + 7*offset + 8*size))
				if (p1_btn)
					rgbout <= rgb_swon;
				else
					rgbout <= rgb_swoff;
		if (vcount >= (y_start + 5*size) && vcount < (y_start + 6*size))
			if (hcount >= x_start && hcount < (x_start + size))
				if (p2_sw[7])
					rgbout <= rgb_swon;
				else
					rgbout <= rgb_swoff;
		if (vcount >= (y_start + 5*size) && vcount < (y_start + 6*size))
			if (hcount >= (x_start + offset + size) && hcount < (x_start + offset + 2*size))
				if (p2_sw[6])
					rgbout <= rgb_swon;
				else
					rgbout <= rgb_swoff;
		if (vcount >= (y_start + 5*size) && vcount < (y_start + 6*size))
			if (hcount >= (x_start + 2*offset + 2*size) && hcount < (x_start + 2*offset + 3*size))
				if (p2_sw[5])
					rgbout <= rgb_swon;
				else
					rgbout <= rgb_swoff;
		if (vcount >= (y_start + 5*size) && vcount < (y_start + 6*size))
			if (hcount >= (x_start + 3*offset + 3*size) && hcount < (x_start + 3*offset + 4*size))
				if (p2_sw[4])
					rgbout <= rgb_swon;
				else
					rgbout <= rgb_swoff;
		if (vcount >= (y_start + 5*size) && vcount < (y_start + 6*size))
			if (hcount >= (x_start + 4*offset + 4*size) && hcount < (x_start + 4*offset + 5*size))
				if (p2_sw[3])
					rgbout <= rgb_swon;
				else
					rgbout <= rgb_swoff;
		if (vcount >= (y_start + 5*size) && vcount < (y_start + 6*size))
			if (hcount >= (x_start + 5*offset + 5*size) && hcount < (x_start + 5*offset + 6*size))
				if (p2_sw[2])
					rgbout <= rgb_swon;
				else
					rgbout <= rgb_swoff;			
		if (vcount >= (y_start + 5*size) && vcount < (y_start + 6*size))
			if (hcount >= (x_start + 6*offset + 6*size) && hcount < (x_start + 6*offset + 7*size))
				if (p2_sw[1])
					rgbout <= rgb_swon;
				else
					rgbout <= rgb_swoff;
		if (vcount >= (y_start + 5*size) && vcount < (y_start + 6*size))
			if (hcount >= (x_start + 7*offset + 7*size) && hcount < (x_start + 7*offset + 8*size))
				if (p2_sw[0])
					rgbout <= rgb_swon;
				else
					rgbout <= rgb_swoff;
		if (vcount >= (y_start + 7*size) && vcount < (y_start + 8*size))
			if (hcount >= x_start && hcount < (x_start + 7*offset + 8*size))
				if (p2_btn)
					rgbout <= rgb_swon;
				else
					rgbout <= rgb_swoff;
		if (vcount >= (y_start + 10*size) && vcount < (y_start + 11*size))
			if (hcount >= x_start && hcount < (x_start + size))
				if (p3_sw[7])
					rgbout <= rgb_swon;
				else
					rgbout <= rgb_swoff;
		if (vcount >= (y_start + 10*size) && vcount < (y_start + 11*size))
			if (hcount >= (x_start + offset + size) && hcount < (x_start + offset + 2*size))
				if (p3_sw[6])
					rgbout <= rgb_swon;
				else
					rgbout <= rgb_swoff;
		if (vcount >= (y_start + 10*size) && vcount < (y_start + 11*size))
			if (hcount >= (x_start + 2*offset + 2*size) && hcount < (x_start + 2*offset + 3*size))
				if (p3_sw[5])
					rgbout <= rgb_swon;
				else
					rgbout <= rgb_swoff;
		if (vcount >= (y_start + 10*size) && vcount < (y_start + 11*size))
			if (hcount >= (x_start + 3*offset + 3*size) && hcount < (x_start + 3*offset + 4*size))
				if (p3_sw[4])
					rgbout <= rgb_swon;
				else
					rgbout <= rgb_swoff;
		if (vcount >= (y_start + 10*size) && vcount < (y_start + 11*size))
			if (hcount >= (x_start + 4*offset + 4*size) && hcount < (x_start + 4*offset + 5*size))
				if (p3_sw[3])
					rgbout <= rgb_swon;
				else
					rgbout <= rgb_swoff;
		if (vcount >= (y_start + 10*size) && vcount < (y_start + 11*size))
			if (hcount >= (x_start + 5*offset + 5*size) && hcount < (x_start + 5*offset + 6*size))
				if (p3_sw[2])
					rgbout <= rgb_swon;
				else
					rgbout <= rgb_swoff;			
		if (vcount >= (y_start + 10*size) && vcount < (y_start + 11*size))
			if (hcount >= (x_start + 6*offset + 6*size) && hcount < (x_start + 6*offset + 7*size))
				if (p3_sw[1])
					rgbout <= rgb_swon;
				else
					rgbout <= rgb_swoff;
		if (vcount >= (y_start + 10*size) && vcount < (y_start + 11*size))
			if (hcount >= (x_start + 7*offset + 7*size) && hcount < (x_start + 7*offset + 8*size))
				if (p3_sw[0])
					rgbout <= rgb_swon;
				else
					rgbout <= rgb_swoff;
		if (vcount >= (y_start + 12*size) && vcount < (y_start + 13*size))
			if (hcount >= x_start && hcount < (x_start + 7*offset + 8*size))
				if (p3_btn)
					rgbout <= rgb_swon;
				else
					rgbout <= rgb_swoff;
		if (vcount >= (y_start + 15*size) && vcount < (y_start + 16*size))
			if (hcount >= x_start && hcount < (x_start + size))
				if (p4_sw[7])
					rgbout <= rgb_swon;
				else
					rgbout <= rgb_swoff;
		if (vcount >= (y_start + 15*size) && vcount < (y_start + 16*size))
			if (hcount >= (x_start + offset + size) && hcount < (x_start + offset + 2*size))
				if (p4_sw[6])
					rgbout <= rgb_swon;
				else
					rgbout <= rgb_swoff;
		if (vcount >= (y_start + 15*size) && vcount < (y_start + 16*size))
			if (hcount >= (x_start + 2*offset + 2*size) && hcount < (x_start + 2*offset + 3*size))
				if (p4_sw[5])
					rgbout <= rgb_swon;
				else
					rgbout <= rgb_swoff;
		if (vcount >= (y_start + 15*size) && vcount < (y_start + 16*size))
			if (hcount >= (x_start + 3*offset + 3*size) && hcount < (x_start + 3*offset + 4*size))
				if (p4_sw[4])
					rgbout <= rgb_swon;
				else
					rgbout <= rgb_swoff;
		if (vcount >= (y_start + 15*size) && vcount < (y_start + 16*size))
			if (hcount >= (x_start + 4*offset + 4*size) && hcount < (x_start + 4*offset + 5*size))
				if (p4_sw[3])
					rgbout <= rgb_swon;
				else
					rgbout <= rgb_swoff;
		if (vcount >= (y_start + 15*size) && vcount < (y_start + 16*size))
			if (hcount >= (x_start + 5*offset + 5*size) && hcount < (x_start + 5*offset + 6*size))
				if (p4_sw[2])
					rgbout <= rgb_swon;
				else
					rgbout <= rgb_swoff;			
		if (vcount >= (y_start + 15*size) && vcount < (y_start + 16*size))
			if (hcount >= (x_start + 6*offset + 6*size) && hcount < (x_start + 6*offset + 7*size))
				if (p4_sw[1])
					rgbout <= rgb_swon;
				else
					rgbout <= rgb_swoff;
		if (vcount >= (y_start + 15*size) && vcount < (y_start + 16*size))
			if (hcount >= (x_start + 7*offset + 7*size) && hcount < (x_start + 7*offset + 8*size))
				if (p4_sw[0])
					rgbout <= rgb_swon;
				else
					rgbout <= rgb_swoff;
		if (vcount >= (y_start + 17*size) && vcount < (y_start + 18*size))
			if (hcount >= x_start && hcount < (x_start + 7*offset + 8*size))
				if (p4_btn)
					rgbout <= rgb_swon;
				else
					rgbout <= rgb_swoff;
		if (bright)
			rgb <= rgbout;
		else
			rgb <= rgb_bg;
	end
endmodule
--- design/flow/config.mk ---
export PLATFORM = sky130hd
export DESIGN_NAME = switch_tester
export DESIGN_NICKNAME = switch_tester
export VERILOG_FILES = /design/flow/design.v
export SDC_FILE = /design/flow/constraint.sdc
export NUM_CORES = 4
export LEC_CHECK = 1
export CORE_AREA = 10 10 102 102
export DIE_AREA = 0 0 112 112
export SYNTH_HDL_FRONTEND = slang
--- design/flow/constraint.sdc ---
current_design switch_tester

set clk_period 10.3
set clk_io_pct 0.2

create_clock -name clk0 -period $clk_period

set non_clock_inputs [all_inputs -no_clocks]
set_input_delay [expr $clk_period * $clk_io_pct] -clock clk0 $non_clock_inputs
set_output_delay [expr $clk_period * $clk_io_pct] -clock clk0 [all_outputs]
--- design/flow/run.sh ---
#!/bin/bash
# OpenROAD 26Q1-2900-gdf79404cd8, Yosys 0.63+post, stock flow scripts
make -C /OpenROAD-flow-scripts/flow DESIGN_CONFIG=/design/flow/config.mk WORK_HOME=/design/flow/orfs finish
==> results.json <==
{
  "internal-power_uw": 31.5,
  "avgSynthCellArea_um2": 6.93,
  "crit_path_start_kind": "primary input",
  "synth_warnings": 0,
  "maxSlewViolCount": 0,
  "pwr-share-comb_pct": 100.0,
  "port_buffers": 70,
  "insertedDiodeCount": 0,
  "hold_buffers": 0,
  "required_ps": 8240,
  "grt_pass1_vias": 1698,
  "chipWidth_um": 112,
  "fillCellCount": 899,
  "power_frac_seq_pct": 0,
  "drive_gt1_share_pct": 5.58,
  "clockBufferCount": 0,
  "slew_headroom_pct": 51.6,
  "drc": 0,
  "ys_cells": 203,
  "dieArea_mm2": 0.0125,
  "register_area_um2": 0,
  "switching_share_pct": 44.1,
  "worstMarginPinSlew_ps": 717,
  "first_iter_violations": 61,
  "cts_resized": 0,
  "wl_per_cell_um": 16.1,
  "synthToLayoutAreaGrowth_pct": 46.6,
  "holdPathEnd": "rgb[10]",
  "tns_ps": 0,
  "hold_start": "bright",
  "place_hpwl_mm": 4.95,
  "crit_arrival_ps": 5450,
  "crit_path_end_kind": "output port",
  "pin_count": 87,
  "initCoreUtil_pct": 17.1,
  "powerDensity_mw_per_mm2": 27.3,
  "via_per_inst": 4.93,
  "seq_cell_count": 0,
  "grt_max_degree": 15,
  "netlist_instances": 203,
  "gr-usage-all-layers_pct": 8.49,
  "row_count": 33,
  "power.share.clock_pct": 0,
  "hold_violations": 0,
  "grt_overflow": 0,
  "totalWireLength_mm": 5.74,
  "hold_ws_ps": 5140,
  "gp_congestion": 0.879,
  "design_area_mm2": 0.00206,
  "ys_area_mm2": 0.00141,
  "warning_count": 40,
  "path_class": "primary input to output port",
  "drtAntennaViolNets": 0,
  "maxCapViolations": 0,
  "grt_pass1_wl_mm": 9.05,
  "rsz0062_at_grt": "false",
  "yosysUniqueCellTypes": 71,
  "status": "completed",
  "fmax_mhz": 133,
  "p_switching_uw": 24.9,
  "antenna_found_initial": 0,
  "area.combinational_mm2": 0.00120,
  "layout_min_cycle_time_ps": 7510,
  "hp-class": "primary input to output port",
  "ys_seq_share_pct": 0,
  "dieHeight_um": 112,
  "setup_viol": 0,
  "core_region_area_mm2": 0.00822,
  "holdPathStages": 4,
  "p_leak_uw": 0.000680,
  "postCtsSetupBuffers": 0,
  "vdd_drop_max_v": 0.0000129,
  "period_used_pct": 72.9,
  "num_vias": 1756,
  "place_area_mm2": 0.00206,
  "netlist_area_mm2": 0.00141,
  "drtPass1Iterations": 4,
  "crit_fanout": 14
}
per-layer routing:
layer | routed length, µm | GRT usage, % | vias to the layer above
met4 | 57 | 0.846 | 0
li1 | - | - | 874
met1 | 2700 | 12.0 | 810
met5 | 0 | 0 | -
met3 | 271 | 1.09 | 4
met2 | 2710 | 13.9 | 68
critical path: stages:
cell and delay, ps:
clkdlybuf4s50_1 770, nor2b_1 150, o2111a_1 300, and2_0 270, a221oi_1 330, a31o_2 200, nand3_1 70, o41ai_1 690
clkdlybuf4s50_1 600
worst max path at each step:
stage                      from      end  slack, ps
final                 hcount[6]  rgb[21]       2790
after global routing  hcount[6]  rgb[21]       2450
after CTS             hcount[6]   rgb[3]       2750
cells in the mapped netlist, types with 3 or more instances:
cell type,count,area (µm²)
a21oi_1,7,35.0
a221oi_1,4,35.0
nand3_1,6,30.0
nand2_1,14,52.6
buf_4,22,165
a211oi_1,4,30.0
o21ai_0,7,35.0
a22oi_1,3,22.5
o211ai_1,4,30.0
a32oi_1,3,26.3
and4b_1,3,30.0
a2bb2oi_1,4,35.0
buf_2,6,30.0
inv_1,7,26.3
nor2b_1,3,18.8
nor3_1,6,30.0
nor3b_1,3,22.5
nor2_1,15,56.3
a22o_1,5,43.8
a21o_1,7,52.6
power by group through the flow:
stage	Combinational, µW	Clock [µW]	Sequential (µW)
CTS	56.5	0	0
global route	61.2	0	0
finish	56.4	0	0
logic make-up after synthesis:
logic type	synth area share, %
muxes	0.712
and+or+nand+nor	37.0
other	0.534
AOI/OAI and AO/OA	44.9
buffers and inverters	16.8
layout by cell type, fill, tap and decap left out, types with 3 or more instances in the layout:
cell / netlist / routed
clkdlybuf4s50_1: 0 / 70
nor2_1: 15 / 15
nand2_1: 14 / 14
conb_1: 2 / 9
o21ai_0: 7 / 7
inv_1: 7 / 7
a21o_1: 7 / 7
a21oi_1: 7 / 7
nand3_1: 6 / 6
nor3_1: 6 / 6
a22o_1: 5 / 5
a221oi_1: 4 / 4
a2bb2oi_1: 4 / 4
a211oi_1: 4 / 4
o211ai_1: 4 / 4
nor2b_1: 3 / 3
nor3b_1: 3 / 3
a22oi_1: 3 / 3
and4b_1: 3 / 3
a32oi_1: 3 / 3
area by class of cell:
type	instances	area share [%]
multi-input combinational	173	58.0
timing repair buffer	71	34.3
tap	105	6.37
inverter	7	1.27
metrics by stage:
stage | setup WS, ps | instances | util, % | power (µW)
after floorplan | 4230 | 210 | - | 28.3
after global placement | 2830 | 356 | 25.1 | 55.8
after detailed placement | 2760 | 356 | 25.1 | 56.1
after CTS | 2750 | 356 | 25.1 | 56.5
after global routing | 2450 | 356 | 25.1 | 61.2
final | 2790 | 356 | 25.1 | 56.4
Power figures rest on the tool's default switching activity, not on a simulated workload.
